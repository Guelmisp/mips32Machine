File: design/flow/config.mk
export PLATFORM = sky130hd
export DESIGN_NAME = InstrucMemory
export DESIGN_NICKNAME = InstrucMemory
export VERILOG_FILES = /design/flow/design.v
export SDC_FILE = /design/flow/constraint.sdc
export NUM_CORES = 4
export LEC_CHECK = 1
export CORE_AREA = 10 10 70 70
export DIE_AREA = 0 0 80 80
File: design/flow/constraint.sdc
current_design InstrucMemory

set clk_period 4.0
set clk_io_pct 0.2

create_clock -name clk0 -period $clk_period

set non_clock_inputs [all_inputs -no_clocks]
set_input_delay [expr $clk_period * $clk_io_pct] -clock clk0 $non_clock_inputs
set_output_delay [expr $clk_period * $clk_io_pct] -clock clk0 [all_outputs]
File: design/flow/design.v
module InstrucMemory(
    input [31:0] Address,
    output reg [31:0] Instruction
    );
    always @ (Address) begin
        case (Address) 
             32'h00: Instruction = 32'h20020001;
             32'h04: Instruction = 32'h00021822;
             32'h08: Instruction = 32'h0060282a;
             32'h0C: Instruction = 32'h00453020;
             32'h10: Instruction = 32'h00a63825;
             32'h14: Instruction = 32'h00a74022;
             32'h18: Instruction = 32'h01074824;
             32'h1C: Instruction = 32'hac890000;
             32'h20: Instruction = 32'h8c090020;
             32'h24: Instruction = 32'h00000000;
            default: Instruction = 32'hXXXXXXXX;
        endcase
    end
endmodule
File: design/flow/run.sh
#!/bin/bash
# OpenROAD 26Q1-2900-gdf79404cd8, Yosys 0.63+post, stock flow scripts
make -C /OpenROAD-flow-scripts/flow DESIGN_CONFIG=/design/flow/config.mk WORK_HOME=/design/flow/orfs finish
==> impl_metrics.csv <==
group,metric,value,unit
outcome,status,"completed",
worst_hold_path,holdCritPathClass,"input port to primary output",
place,gp_congestion,0.716,
setup_path,worstSetupEndpointType,"primary output",
logic_synthesis,syn_inst,80,
die,core,3420,um^2
setup_path,startpoint_type,"input port",
cells_and_area,ff_latch_area,0,um^2
global_route,grt_use_met1,7.65,%
final_timing,holdWs,2.72,ns
die,die-area,6400,um^2
die,ios,64,
setup_path,cpPeakStageDelay,0.54,ns
setup_path,critPathTopFamily,"buffers and inverters",
cells_and_area,logic_area,425,um^2
final_timing,fmax,0.271,GHz
die,rows,21,
global_route,met2_usage,11.3,%
power,power_density,56.1,nW/um^2
global_route,grt_max_degree,14,
clock_tree,postCtsSetupRepairBufs,0,
place,dpl_cell_area,1060,um^2
global_route,grtUsageMet3,2.05,%
die,die_x,80,um
die,fp_util,15.5,%
detailed_routing,diodes,0,
final_timing,fin_ws,0.309,ns
clock_tree,cts_hold_buf,0,
detailed_routing,num_vias,737,
setup_path,crit_top_cell,"clkdlybuf4s50_1",
detailed_routing,route.antenna.remaining_nets,0,
final_timing,period_minus_slack,3.69,ns
place,dp_cells,174,
global_route,grt_usage,6.37,%
cells_and_area,fillers,369,
clock_tree,cts.repair.resized,0,
cells_and_area,ff_count,0,
detailed_routing,drc,0,
detailed_routing,initialDrtViolationCount,95,
cells_and_area,final_common_cell,"clkdlybuf4s50_1",
final_timing,setup_tns,0,ns
cells_and_area,area_delta_synth_final,101,%
place,port_buffers,53,
final_timing,grt_setup_unrepaired,"false",
power,p_leak,0.349,nW
detailed_routing,drt_pass1_iterations,2,
logic_synthesis,ys_cells,80,
cells_and_area,fin_area,1060,um^2
final_timing,slew_violations,0,
detailed_routing,routed_wl,2180,um
place,dp_slack,0.278,ns
power,power,59.6,uW
power,ir_drop,0.0000199,V
setup_path,crit_buf_inv,3,
logic_synthesis,yosysChipArea,528,um^2
global_route,antenna_found_initial,0,
setup_path,cp.required,3.20,ns
global_route,grt_pass1_wl,3470,um
setup_path,cp.arrival,2.89,ns
final_timing,hold_viol,0,
setup_path,cp_slowest_cell,"clkdlybuf4s50_1",
detailed_routing,wire_per_inst,12.5,um
logic_synthesis,ys_warn_count,1,
cells_and_area,layout_top_cells,"clkdlybuf4s50_1 (53), conb_1 (11), nor4_1 (9), nor3_1 (7)",
logic_synthesis,synth_seq_share,0,%
cells_and_area,drive_above_1_share,9.38,%
run,warnings,32,
logic_synthesis,ys_types,30,
setup_path,path_class,"input port to primary output",
global_route,grt_pass1_vias,757,
logic_synthesis,synthesis.area,528,um^2
setup_path,crit_chain,"clkdlybuf4s50_1, nor4_1, nand3_1, buf_4, nor3_1, clkdlybuf4s50_1",
global_route,grt_busiest_layer,"met2",
detailed_routing,viasPerCell,4.24,
global_route,grt_overflow,0,
place,hpwlAfterDp,1940,um
cells_and_area,utilization,31.1,%
setup_path,critPathMaxFanout,12,
cells_and_area,clockBufferCount,0,
run,drv_cap,0,
die,die_h,80,um
cells_and_area,finalNonFillerCells,174,
final_timing,setup_viol,0,
logic_synthesis,synth.avg_cell_area,6.60,um^2
final_timing,min_period_over_period,92.3,%
[routing by layer]
layer  vias to the layer above  part of all wire (%)
met5                         -                     0
met4                         0                     0
met3                         0                   9.3
met2                        27                    51
met1                       341                    40
li1                        369                     -
[worst paths after layout]
path,cells after the start,end,from
worst max-delay path,6,Instruction[31],Address[19]
worst min-delay path,4,Instruction[21],Address[5]
[synthesized netlist by cell type (all sizes together)]
master	n	area share, %
a2111oi	1	1.7
a211o	1	1.7
a21oi	2	1.9
a31oi	1	1.2
buf	17	22
clkbuf	3	2.1
conb	1	0.71
inv	3	2.1
maj3	1	1.9
mux2i	2	3.8
nand2	5	3.6
nand3	1	0.95
nand4	1	2.4
nor2	3	2.1
nor2b	3	3.6
nor3	7	6.6
nor3b	1	1.4
nor4	13	20
nor4b	3	5.0
o211ai	1	1.4
o21ai	3	2.8
o21bai	1	1.4
o22ai	1	1.2
or3b	2	3.3
or4	1	1.4
xnor2	1	1.7
xor2	1	1.7
[power by group]
part           switching (mW)  internal, mW
Combinational          0.0214        0.0382
Sequential                  0             0
Clock                       0             0
[area by class of cell]
type	instances	area share, %
multi-input combinational	67	40.0
timing repair buffer	58	53.5
inverter	3	1.06
tap	46	5.42
[logic make-up (layout without fill, tap and decap cells)]
logic type	after synthesis	count (layout)	synth area share, %
buffers and inverters	23	61	26.5
muxes	2	2	3.79
AOI/OAI and AO/OA	11	11	13.3
adders and majority gates	1	1	1.90
and+or+nand+nor	40	40	50.5
xor gates and xnor gates	2	2	3.32
other	1	11	0.710
Power and IR drop assume default switching activity.
