$ cat design/flow/design.v
`timescale 1ns / 1ps
module Multiplex(
    input [31:0] entradaA,
    input [31:0] entradaB,
    input  seletor,
    output reg [31:0] saida
    );	
    always @(seletor, entradaA, entradaB)
        begin
            if (seletor == 0 )
                saida <= entradaA;
            else
                saida <= entradaB;
        end
endmodule
$ cat design/flow/constraint.sdc
current_design Multiplex

set clk_period 1.0
set clk_io_pct 0.2

create_clock -name clk0 -period $clk_period

set non_clock_inputs [all_inputs -no_clocks]
set_input_delay [expr $clk_period * $clk_io_pct] -clock clk0 $non_clock_inputs
set_output_delay [expr $clk_period * $clk_io_pct] -clock clk0 [all_outputs]
$ cat design/flow/config.mk
export PLATFORM = sky130hd
export DESIGN_NAME = Multiplex
export DESIGN_NICKNAME = Multiplex
export VERILOG_FILES = /design/flow/design.v
export SDC_FILE = /design/flow/constraint.sdc
export NUM_CORES = 4
export LEC_CHECK = 1
export CORE_AREA = 10 10 70 70
export DIE_AREA = 0 0 80 80
$ cat design/flow/run.sh
#!/bin/bash
# OpenROAD 26Q1-2900-gdf79404cd8, Yosys 0.63+post, stock flow scripts
make -C /OpenROAD-flow-scripts/flow DESIGN_CONFIG=/design/flow/config.mk WORK_HOME=/design/flow/orfs finish
==> GITHUB_STEP_SUMMARY <==
### Metrics collected by this job

| Metric | Value |
|---|---|
| Total track usage | `7.873%` |
| Pwr per Cell Area | `between 300 and 400 mW/mm²` |
| Remaining Overflow, GRT | `0` |
| P&R area growth vs syn | `212.0%` |
| Setup_tns | `-5.032 ns` |
| Wl on met1 | `1142 µm` |
| Synth top area cells | `mux2_4 83%, buf_12 11%, mux2_2 4.1%` |
| Status | `finished, violations left` |
| Dpl cell area | `between 0.0015 and 0.002 mm²` |
| Met3 WL | `313 µm` |
| Crit end category | `output port` |
| Die X | `80 µm` |
| Initial Utilization | `15.93%` |
| Worst Path Max Fanout | `7` |
| Normalized max-slew margin | `95.92%` |
| Mean Syn Cell Area | `roughly 15 µm²` |
| Top layer in use | `met3` |
| IO Count | `97` |
| Post-DP HPWL | `between 2000 and 2500 µm` |
| Worst path slowest cell | `mux2_4` |
| Vertical die size | `80 µm` |
| Met2 WL post-DR | `between 1000 and 1500 µm` |
| Worst setup SP type | `input port` |
| Post-Layout Cell Count | `~190` |
| Die area | `0.006400 mm²` |
| Seq share, synth | `0%` |
| Worst setup path endpoint | `saida[31]` |
| CP most frequent cell | `buf_12` |
| Fmax | `850.8 MHz` |
| Failing checks | `setup timing` |
| Core Box Area | `0.003416 mm²` |
| Worst slack, placed | `-0.4966 ns` |
| Placed Cells | `177` |
| CLK BUF | `0` |
| Ratio of cells with drive above 1 in the final layout | `56.16%` |
| # rows | `21` |
| Yosys top cell by area | `mux2_4` |
| Tool Warnings | `34` |
| Per-cell routed wire length | `14.84 µm` |
| Largest net degree at the start of global routing | `8` |
| Critical Path Source | `seletor` |
| 1st-pass router iterations | `2` |
| Antenna Nets Post-Route | `0` |
| Post-layout min period | `between 1 and 1.5 ns` |
| Total number of vias | `730` |
| Final setup violation count | `32` |
| CP Cell Sequence | `buf_12 > buf_12 > buf_8 > mux2_4 > buf_6` |
| IO Port Bufs | `97` |
| Synth unique cells | `4` |
| Pwr Total | `0.6599 mW` |
| Starting DRT DRC Count | `4` |
| Vias per cell | `3.802` |
| Leak | `around 1 nW` |
| Antenna violations before repair | `0` |
| Worst EP required | `roughly 0.8 ns` |
| Mapped Area | `544.3 µm²` |
| Share of the synthesized area in the top cell type | `82.76%` |
| Slew @ Worst Pin | `just over 0.06 ns` |
| Crit path arrival time | `0.98 ns` |
| Hold Vio Cnt, Final | `0` |
| Final GP Congestion | `0.7595` |
| Crit path kind | `in -> out` |
| Yosys warns | `1` |
| Post-CTS Hold Fix Bufs | `0` |
| Ys cells | `36` |
| Vias in the first global route | `824` |
| Fillers | `327` |
| Flip-flops | `0` |
| Final Instance Area | `0.001698 mm²` |
| Max incr delay on CP | `0.30 ns` |
| Hold Crit Class | `in -> out` |
| Maximum vdd drop | `0.0001734 V` |
| Synthesis area per yosys | `544.3 µm²` |
| Setup WS post-layout | `-0.1754 ns` |
| Diodes inserted | `0` |
| Logic area | `480.5 µm²` |
| Global-route wire length before repair | `4146 µm` |
| RSZ-0062 raised after global routing | `true` |
| Final worst path period share | `117.5%` |
| Max-cap viol count | `0` |
| Flop area | `0 µm²` |
| WL final | `2849 µm` |
| Slew Viols, Final | `0` |
| Post-synthesis cell count | `36` |
| Drt drc | `0` |
## synth_stat cells (all sizes together)
master  number
buf          4
mux2        32
## how the worst min path moves through the flow
stage | from | end | slack [ns] | cells past startpoint
finish | entradaA[24] | saida[24] | 0.69 | 3
global route | entradaA[27] | saida[27] | 0.71 | 3
CTS | entradaA[30] | saida[30] | 0.80 | 3
## routing by layer
| metal | global-route usage (%) | vias up |
|---|---|---|
| li1 | - | 362 |
| met1 | 8.965 | 317 |
| met2 | 14.29 | 51 |
| met3 | 3.068 | 0 |
| met4 | 0 | 0 |
| met5 | 0 | - |
## repair_timing
item,4_1_cts,5_1_grt
endpoints found under the hold margin,0,0
gates resized,170,23
gates cloned,1,0
endpoints found under the setup margin,32,32
pin swaps,0,0
buffers inserted,14,0
## cells in the final DEF, fill, tap and decap left out, drive strengths merged
cell           netlist  layout
dlymetal6s2s         0      14
mux2                32      32
dlygate4sd2          0      40
clkdlybuf4s50        0      10
buf                  4      50
## report_power, final
group          switching (mW)  internal, mW
Sequential                  0             0
Combinational           0.141         0.519
Clock                       0             0
## per-stage QoR
step | util (%) | hold WS, ns
floorplan | - | 0.4977
global placement | 44.98 | 1.331
detailed placement | 44.98 | 1.335
CTS | 47.03 | 0.8004
global route | 49.71 | 0.7141
finish | 49.71 | 0.6943
## layout make-up
cell class / count / share of cell area (%)
tap: 46 / 3.390
multi-input combinational: 32 / 28.30
timing repair buffer: 114 / 68.31
## critical path, delay by kind of cell
| family | cells | cell delay [ns] |
|---|---|---|
| buffers and inverters | 4 | 0.47 |
| multiplexers | 1 | 0.30 |
## kinds of logic after synthesis
| family | synth area share, % |
|---|---|
| buf+inv | 13.10 |
| mux | 86.90 |
Power figures rest on the tool's default switching activity, not on a simulated workload.
