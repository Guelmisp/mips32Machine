**design/flow/run.sh**
```bash
#!/bin/bash
# OpenROAD 26Q1-2900-gdf79404cd8, Yosys 0.63+post, stock flow scripts
make -C /OpenROAD-flow-scripts/flow DESIGN_CONFIG=/design/flow/config.mk WORK_HOME=/design/flow/orfs finish
```
**design/flow/config.mk**
```make
export PLATFORM = sky130hd
export DESIGN_NAME = multiplex32
export DESIGN_NICKNAME = multiplex32
export VERILOG_FILES = /design/flow/design.v
export SDC_FILE = /design/flow/constraint.sdc
export NUM_CORES = 4
export LEC_CHECK = 1
export CORE_AREA = 10 10 71 71
export DIE_AREA = 0 0 81 81
```
**design/flow/constraint.sdc**
```tcl
current_design multiplex32

set clk_period 1.0
set clk_io_pct 0.2

create_clock -name clk0 -period $clk_period

set non_clock_inputs [all_inputs -no_clocks]
set_input_delay [expr $clk_period * $clk_io_pct] -clock clk0 $non_clock_inputs
set_output_delay [expr $clk_period * $clk_io_pct] -clock clk0 [all_outputs]
```
**design/flow/design.v**
```verilog
`timescale 1ns / 1ps
module multiplex32(
	entradaA,
	entradaB,
	seletor,
	saida
    );
input[31:0] entradaA;
input[31:0] entradaB;
input seletor;
output reg[31:0] saida;
always @(seletor, entradaA, entradaB)
	begin
		if (seletor == 0 )
			saida <= entradaA;
		else
			saida <= entradaB;
	end
endmodule
```
==> flow_summary.ini <==
; synthesis and place-and-route metrics
[sta]
hold_viol = 0
slew_headroom = 0.942
finalClockPeriodUsage = 1.18
setup_tns_ns = -3.30
rsz0062_at_grt = true
slew_viol_final = 0
setup_violations = 32
fin_ws_ns = -0.179
fmax_mhz = 848
worst_pin_slew_ns = 0.0870
fin_crit_ns = 1.18

[detailed_routing]
drt-initial-drc-count = 3
first_pass_iters = 2
wl_per_cell_um = 15.4
ant_nets = 0
num_vias = 715
wirelength_um = 2880
drc = 0
n_antenna_cell = 0
routed_via_density = 3.82

[placement]
hpwlAfterDp_um = 2500
place_congestion = 0.832
io_buffers = 97
place_ws_ns = -0.512

[min_path]
hp-class = input port to output pin
holdPathStages = 3
hp-start = entradaB[29]
min_to = saida[29]

[logic_synthesis]
simple_gate_share = 0
synth_area_um2 = 544
ys_cells = 36
mux_share = 0.869
synth_chip_area_um2 = 544
syn_inst = 36
synthAoiAreaFrac = 0
ys_sh_adder = 0
synthTopLogicFamily = multiplexers
syn-mean-instance-area_um2 = 15.1
xor_area_frac = 0
ys_seq_share = 0
synth_cell_type_count = 4
yosysWarnings = 1

[worst_setup_path]
critPathTopFamily = buffers and inverters
cp_num_buf_inv = 4
required_ns = 0.80
worst_setup_path_end_kind = output pin
worstPathCellList = buf_12 -> buf_12 -> buf_12 -> mux2_4 -> buf_6
path_max_fanout = 6
crit_path_start_kind = input port
critPathKind = input port to output pin
cp_slowest_cell = mux2_4
cpMostUsedCell = buf_12
cp_num_cells = 5
arrival_ns = 0.98
cpPeakStageDelay_ns = 0.29

[floorplanning]
die_w_um = 81
io_pins = 97
rows = 22
die_h_um = 81
fp_util = 0.150
die_area_um2 = 6560
core-area_um2 = 3630

[power_and_ir_drop]
leakage_nw = 0.872
max-vdd-ir-drop_uv = 169
powerDensity_nw_per_um2 = 392

[outcome]
violations = negative setup slack
status = finished with violations

[layout]
design.seq.count = 0
n_fill_cell = 357
synthToLayoutAreaGrowth_pct = 192
seq_area_um2 = 0
drive_gt1_frac = 0.540
clkbuf_count = 0

[global_route]
grt_start_max_net_pins = 11
antenna_found_initial = 0
grt_pass1_vias = 764
grt_usage = 0.0779
grt_pass1_wl_um = 4140
grt_overflow = 0

[job]
warning_count = 34
maxCapViolations = 0
Yosys cell counts:
cell type / number / area share
buf_12: 3 / 0.11
buf_6: 1 / 0.021
mux2_2: 2 / 0.041
mux2_4: 30 / 0.83
kinds of logic after synthesis:
family,after synthesis
mux,32
buf+inv,4
repair_timing:
| action | in CTS | in global routing |
|---|---|---|
| setup endpoints to repair | 32 | 32 |
| cloned | 2 | 0 |
| hold endpoints to repair | 0 | 0 |
| resized | 171 | 10 |
| pin swaps | 0 | 0 |
| hold buffers | 0 | 0 |
| buffers inserted | 5 | 1 |
power breakdown:
group / leakage, nW / switching (W) / internal, W
clock: 0 / 0 / 0
combinational: 0.872 / 0.000137 / 0.000487
sequential: 0 / 0 / 0
final cells by class:
cell class                      instances  area (um2)  area share
Multi-Input combinational cell         32         477       0.300
Timing Repair Buffer                  107        1050       0.662
Tap cell                               48        60.1      0.0378
cell usage in the layout (no fill, tap or decap):
cell type	Yosys	layout
clkdlybuf4s50_1	0	9
mux2_2	2	1
mux2_4	30	31
buf_16	0	2
buf_12	3	4
dlymetal6s2s_1	0	4
dlygate4sd2_1	0	51
buf_6	1	23
buf_2	0	13
buf_4	0	1
tightest hold or removal path, cell delays in order:
cell	delay (ns)
dlymetal6s2s_1	0.08
mux2_4	0.13
buf_2	0.08
per-layer routing:
metal / up-vias / global-route usage / share of wire / wire, um
li1: 345 / - / - / -
met5: - / 0 / 0 / 0
met1: 320 / 0.0903 / 0.37 / 1080
met4: 0 / 0 / 0 / 0
met2: 50 / 0.143 / 0.50 / 1450
met3: 0 / 0.0278 / 0.12 / 350
stage by stage:
stage                     cells  hold WS [ns]  area, um2   util  total power, W
after floorplan              36         0.498        544      -        0.000206
after global placement      179          1.17       1540  0.424        0.000656
after detailed placement    179          1.19       1540  0.424        0.000661
after CTS                   186         0.751       1540  0.423        0.000614
after global routing        187         0.717       1590  0.438        0.000666
final                       187         0.691       1590  0.438        0.000624
worst max-delay path by stage:
stage | from | end | slack, ns
after CTS | seletor | saida[4] | -0.18
after global routing | entradaB[31] | saida[31] | -0.20
final | seletor | saida[4] | -0.18
Power and IR drop assume default switching activity.
